<file path="/design/flow/config.mk">
export PLATFORM = sky130hd
export DESIGN_NAME = DataMemory
export DESIGN_NICKNAME = DataMemory
export VERILOG_FILES = /design/flow/design.v
export SDC_FILE = /design/flow/constraint.sdc
export NUM_CORES = 4
export LEC_CHECK = 1
export CORE_UTILIZATION = 40
</file>
<file path="/design/flow/constraint.sdc">
current_design DataMemory

set clk_period 29.1
set clk_io_pct 0.2

create_clock -name clk0 -period $clk_period [get_ports {clk}]

set non_clock_inputs [all_inputs -no_clocks]
set_input_delay [expr $clk_period * $clk_io_pct] -clock clk0 $non_clock_inputs
set_output_delay [expr $clk_period * $clk_io_pct] -clock clk0 [all_outputs]
</file>
<file path="/design/flow/design.v">
module DataMemory (
    input clk,
    input [7:0] data_addr,
    input ReadMem,
    input WriteMem,
    input [7:0] DataIn,
    output logic[7:0] DataOut);
    logic [7:0] memory[256];
    always_comb
        if(ReadMem) begin
            DataOut = memory[data_addr];
        end
        else
            DataOut = 16'bZ;
    always_ff @ (posedge clk)
        if(WriteMem) begin
            memory[data_addr] = DataIn;
        end
endmodule
</file>
<file path="/design/flow/run.sh">
#!/bin/bash
# OpenROAD 26Q1-2900-gdf79404cd8, Yosys 0.63+post, stock flow scripts
make -C /OpenROAD-flow-scripts/flow DESIGN_CONFIG=/design/flow/config.mk WORK_HOME=/design/flow/orfs finish
</file>
==> tab_implementation.tex <==
% Table of physical implementation metrics
\begin{tabular}{lr}
\hline
Metric & Value \\
\hline
\multicolumn{2}{l}{\textbf{Clock tree}} \\
\quad Number of buffers inserted by post-CTS setup repair & 0 \\
\quad Clock H-tree levels & 4 \\
\quad Clock tree from TritonCTS & done \\
\quad Clock buffers created by TritonCTS & approximately 200 \\
\quad CTS root buffer & sky130\_fd\_sc\_hd\_\_clkbuf\_16 \\
\quad Quantity of hold-fixing buffers added after cts & 0 \\
\quad Clock transition time at the flip-flop clock pins of the worst setup and hold paths & about 0.06 ns \\
\quad Number of clock sinks & 2048 \\
\quad Buffer levels on the longest clock path & 3 \\
\quad Number of instances resized during post-cts repair & 0 \\
\multicolumn{2}{l}{\textbf{Detailed routing}} \\
\quad Overall routed net length & 184000 microns \\
\quad Wire length per cell after detailed routing & about 28 microns \\
\quad 1st-iter DRT viols & 2442 \\
\quad Remaining routing DRC violations & 0 \\
\quad Vias after detailed routing & between 30k and 40k \\
\quad Detailed Routing Iterations Pass 1 & 7 \\
\quad Post-DRT Antenna Nets & 0 \\
\quad Post-detailed-route via-to-cell ratio & 5.62 \\
\multicolumn{2}{l}{\textbf{Power}} \\
\quad Static leakage & 26.6 nW \\
\quad Worst voltage drop across the vdd grid & 0.0000464 V \\
\quad PD cells & between 60 and 70 nW/um\^{}2 \\
\multicolumn{2}{l}{\textbf{Placement}} \\
\quad Port buffer count & 25 \\
\quad Worst slack at placement & between 10 and 15 ns \\
\quad DP Cell Count & 6112 \\
\quad HPWL reported at the end of detailed placement & roughly 110000 microns \\
\quad RePlAce Congestion & between 0.8 and 0.9 \\
\multicolumn{2}{l}{\textbf{Layout}} \\
\quad Final cell count without fillers & between 6k and 7k \\
\quad Final core utilization & a little under half \\
\quad Share of final-layout standard cells stronger than drive strength 1 & 25.3\% \\
\quad Area delta synth->final & 12.9\% \\
\quad Largest register FFs & around 2.0k \\
\multicolumn{2}{l}{\textbf{Setup path}} \\
\quad Endpoint kind of the worst setup timing path & primary output \\
\quad Crit Path Category & in -> out \\
\quad Critical path data required time & around 23 ns \\
\quad CP max FO & roughly 50 \\
\quad Arrival time worst endpoint & 11.84 ns \\
\quad Startpoint class of the critical path & primary input \\
\multicolumn{2}{l}{\textbf{STA}} \\
\quad Minimum clock period & $\sim$18 ns \\
\quad Max Clk Rate & 0.0566 GHz \\
\quad Hold violation count in the final report & 0 \\
\quad Max transition margin & between 20\% and 30\% \\
\quad Final-report setup violation count & 0 \\
\quad Setup Total Neg Slack & 0 ns \\
\quad Actual transition at the worst max-transition pin & approximately 1.1 ns \\
\quad Setup slack after layout & 11.44 ns \\
\quad Crit share post-route & about 60\% \\
\quad RSZ-0062 raised after global routing & false \\
\quad Final max-slew violation count & 0 \\
\multicolumn{2}{l}{\textbf{Synthesis}} \\
\quad Yosys stat cell total & $\sim$3.5k \\
\quad Top cell type by instance count after synthesis & sky130\_fd\_sc\_hd\_\_edfxtp\_1 \\
\quad Yosys stat area & between 70000 and 80000 sq um \\
\quad Cell type with the highest aggregate area in the netlist & sky130\_fd\_sc\_hd\_\_edfxtp\_1 \\
\quad List of most frequent post-synthesis cells & 2048 x sky130\_fd\_sc\_hd\_\_edfxtp\_1, 512 x sky130\_fd\_sc\_hd\_\_mux4\_2, 256 x sky130\_fd\_sc\_hd\_\_a22oi\_1, 232 x sky130\_fd\_sc\_hd\_\_nor2\_1, 145 x sky130\_fd\_sc\_hd\_\_clkbuf\_1 \\
\quad Primary FF master, synth & sky130\_fd\_sc\_hd\_\_edfxtp\_1 \\
\quad Average cell area after synthesis & between 20 and 25 sq um \\
\quad Count of flip-flops with a built-in enable after synthesis & $\sim$2.0k \\
\quad Proportion of synthesized flip-flops having asynchronous set or reset & 0\% \\
\quad Instance count of the mapped netlist & around 3.5k \\
\quad Synth top area cells & sky130\_fd\_sc\_hd\_\_edfxtp\_1 79\%, sky130\_fd\_sc\_hd\_\_mux4\_2 15\%, sky130\_fd\_sc\_hd\_\_a22oi\_1 2.5\% \\
\quad Count of state elements after synthesis & a little over 2k \\
\quad Sequential area share after synthesis & between 70\% and 80\% \\
\quad Synthesized cell area & 78300 sq um \\
\quad Yosys warns & 2 \\
\quad Number of unique standard cell types used by synthesis & 21 \\
\quad Yosys top cell area share & about four fifths \\
\multicolumn{2}{l}{\textbf{Worst hold path}} \\
\quad Hold crit path type & in -> reg \\
\quad WHS Endpoint & memory[172][7]\$\_DFFE\_PP\_ \\
\quad Origin of the worst min-delay path & DataIn[7] \\
\quad Hold depth & 1 \\
\multicolumn{2}{l}{\textbf{Global routing}} \\
\quad Pin count of the biggest net entering global routing & approximately 90 \\
\quad Total Routing Usage GR & a little over a fifth \\
\quad Number of antenna violations at the first check in global routing & 4 \\
\quad Global-route wire length before repair & approximately 270000 microns \\
\quad Global route total overflow & 0 \\
\quad Vias in the first global route & between 40k and 50k \\
\multicolumn{2}{l}{\textbf{Job}} \\
\quad Warning total across the stage logs & 27 \\
\quad Max cap viols & 0 \\
\multicolumn{2}{l}{\textbf{Floorplanning}} \\
\quad Starting Density & between 40\% and 50\% \\
\quad Number of core rows & around 160 \\
\quad Die Size & between 150000 and 200000 sq um \\
\quad Width of the die & 445 microns \\
\quad I/O pins & 27 \\
\quad Area of the placeable core & about 190000 sq um \\
\quad Y dimension of the die & $\sim$440 microns \\
\multicolumn{2}{l}{\textbf{Status}} \\
\quad Outcome & complete, no violations \\
\hline
\end{tabular}
[where the power goes]
| part | internal (W) | switching (W) |
|---|---|---|
| registers | 0.00325 | 0.00000124 |
| logic | 0.0000931 | 0.000176 |
| clock network | 0.00139 | 0.00109 |
[cell type report]
type	instances	area (sq um)
Fill cell	15900	106000
Clock buffer	250	5300
Tap cell	2624	3280
Clock inverter	123	1000
Multi-Input combinational cell	1258	15800
Inverter	1	3.75
Sequential cell	2048	61500
Timing Repair Buffer	181	1500
Antenna cell	5	12.5
[kinds of logic (layout without fill, tap and decap cells)]
logic type | Yosys count | after routing | share of synthesized area, %
muxes | 512 | 512 | 14.7
DFF | 2048 | 2048 | 78.5
AOI/OAI and AO/OA | 416 | 416 | 3.63
and+or+nand+nor | 330 | 330 | 1.74
buffers and inverters | 233 | 555 | 1.40
other | 0 | 5 | 0
[how the worst max path moves through the flow]
stage                 from    endpoint  slack (ns)  cells after the start
CTS           data_addr[0]  DataOut[2]       11.22                     12
global route  data_addr[0]  DataOut[2]       11.12                     12
finish        data_addr[0]  DataOut[2]       11.44                     12
[cells in the final DEF (no fill, tap or decap), types with 30 or more instances in the layout]
| master | Yosys | final |
|---|---|---|
| sky130_fd_sc_hd__clkbuf_1 | 145 | 45 |
| sky130_fd_sc_hd__nor2_1 | 232 | 231 |
| sky130_fd_sc_hd__nor3_1 | 30 | 30 |
| sky130_fd_sc_hd__buf_4 | 16 | 154 |
| sky130_fd_sc_hd__clkinv_1 | 0 | 50 |
| sky130_fd_sc_hd__clkinv_2 | 0 | 40 |
| sky130_fd_sc_hd__clkbuf_16 | 0 | 205 |
| sky130_fd_sc_hd__a21oi_1 | 128 | 128 |
| sky130_fd_sc_hd__edfxtp_1 | 2048 | 2048 |
| sky130_fd_sc_hd__a22oi_1 | 256 | 256 |
| sky130_fd_sc_hd__mux4_2 | 512 | 512 |
[per-layer routing]
metal	vias to the layer above	GRT usage (%)	part of all wire, %
met5	-	1.00	0.15
met4	10	5.17	3.0
met3	288	14.1	15
met2	1941	30.0	47
met1	18900	27.6	34
li1	15400	-	-
[critical path: stages]
cell	delay (ns)
sky130_fd_sc_hd__buf_8	0.43
sky130_fd_sc_hd__buf_4	0.53
sky130_fd_sc_hd__buf_4	0.66
sky130_fd_sc_hd__buf_4	0.54
sky130_fd_sc_hd__buf_4	0.58
sky130_fd_sc_hd__mux4_2	0.61
sky130_fd_sc_hd__a22oi_1	0.28
sky130_fd_sc_hd__a21oi_1	0.22
sky130_fd_sc_hd__o41ai_2	0.94
sky130_fd_sc_hd__buf_4	0.23
sky130_fd_sc_hd__nand4_1	0.26
sky130_fd_sc_hd__clkdlybuf4s50_1	0.52
[metrics by stage]
step / hold WS (ns) / area, sq um / total power [W]
2_1_floorplan: 5.92 / 78300 / 0.00346
3_3_place_gp: 6.26 / 82100 / 0.00358
3_5_place_dp: 6.27 / 82100 / 0.00359
4_1_cts: 5.36 / 88400 / 0.00606
5_1_grt: 5.39 / 88400 / 0.00618
6_report: 5.41 / 88400 / 0.00600
Power figures rest on the tool's default switching activity, not on a simulated workload.
