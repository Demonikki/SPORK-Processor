## ./config.mk

```make
export PLATFORM = sky130hd
export DESIGN_NAME = RegFile
export DESIGN_NICKNAME = RegFile
export VERILOG_FILES = /design/flow/design.v
export SDC_FILE = /design/flow/constraint.sdc
export NUM_CORES = 4
export LEC_CHECK = 1
export CORE_UTILIZATION = 50
```

## ./constraint.sdc

```tcl
current_design RegFile

set clk_period 2.3
set clk_io_pct 0.2

create_clock -name clk0 -period $clk_period [get_ports {CLK}]

set non_clock_inputs [all_inputs -no_clocks]
set_input_delay [expr $clk_period * $clk_io_pct] -clock clk0 $non_clock_inputs
set_output_delay [expr $clk_period * $clk_io_pct] -clock clk0 [all_outputs]
```

## ./design.v

```verilog
module RegFile #(parameter W=8, D=4)(
    input                 CLK,
	                      RegWrite,
    input        [ D-1:0] srcA,
                          srcB,
                          writeReg,
    input        [ W-1:0] writeValue,
    output       [ W-1:0] ReadA,
    output logic [ W-1:0] ReadB
    );
logic [W-1:0] registers[2**D];
assign      ReadA = (srcA == 'b0)? 'b0 : registers[srcA];
always_comb ReadB = (srcB == 'b0)? 'b0 : registers[srcB];
always_ff @ (posedge CLK)
  if (RegWrite && (writeReg != 'b0))
    registers[writeReg] <= writeValue;
endmodule
```

## ./run.sh

```bash
#!/bin/bash
# OpenROAD 26Q1-2900-gdf79404cd8, Yosys 0.63+post, stock flow scripts
make -C /OpenROAD-flow-scripts/flow DESIGN_CONFIG=/design/flow/config.mk WORK_HOME=/design/flow/orfs finish
```

==> results.rst <==
Run summary
-----------

.. list-table::
   :header-rows: 1

   * - Metric
     - Value
   * - Hold Path Stages
     - 3
   * - Final min period
     - 2530 ps
   * - Unrepaired setup endpoints after global routing
     - yes
   * - Critical Path Source
     - registers[12][5]
   * - Cell at the root of the clock tree
     - clkbuf_16
   * - Headroom to the max-slew limit
     - 0.603
   * - Count of vias placed by the detailed router
     - about 3,300
   * - CTS H-tree depth
     - 4
   * - Highest achievable clock rate
     - about 390 MHz
   * - Cells after synthesis
     - 273
   * - Peak supply drop
     - approximately 0.0004 V
   * - Number of violations of the max-capacitance limit
     - 0
   * - YS warnings
     - 1
   * - Worst hold slack
     - roughly 960 ps
   * - First-pass GRT wire length
     - 21,800 um
   * - Combined global-route utilization of all metal layers
     - 0.299
   * - Initial Util
     - 0.524
   * - Startpoint type of the worst setup path
     - register
   * - Number of flip-flops under the largest register name
     - roughly 120
   * - Number of clock sinks seen by CTS
     - about 120
   * - Final non-filler cell total
     - 533
   * - Clock share of power
     - 0.430
   * - Register bit total from synthesis
     - about 120
   * - Pin count of the biggest net entering global routing
     - 17
   * - Count of TritonRoute iterations in the first routing pass
     - 5
   * - Post-Route WL
     - approximately 14,000 um
   * - Total of endpoints with negative setup slack in the final report
     - 14
   * - Run status
     - finished, violations left
   * - Cell type contributing the most total cell area after synthesis
     - edfxtp_1
   * - Count of tool warnings
     - 27
   * - Number of fill cells in the layout
     - between 700 and 800
   * - Max clock buf depth
     - 2
   * - Slew Limit Fails
     - 0
   * - Setup CP Type
     - register to output pin
   * - Count of unresolved DRC violations after routing
     - 0
   * - FP Rows
     - 38
   * - Top Layout Cells
     - 121 x edfxtp_1, 60 x mux4_2, 42 x buf_4
   * - Via-per-instance ratio
     - between 6 and 7
   * - Layout overhead on the synthesized area
     - 28.7%
   * - Hold Path Class
     - input pin to register
   * - Switching Fraction
     - 0.226
   * - Endpoint of the worst setup timing path
     - ReadB[5]
   * - Final hold violation count
     - 0
   * - Routability Congestion
     - between 0.8 and 0.9
   * - Cell area after synthesis
     - roughly 5800 um^2
   * - Post-Synthesis Mean Instance Area
     - between 20 and 25 um^2
   * - Count of distinct cell types in the synthesized netlist
     - 27
   * - Total of buffers placed on input and output ports
     - 37
   * - Final WS setup
     - -235 ps
   * - Via count of the first global-routing pass
     - between 3,000 and 4,000
   * - Sort of element at the end of the critical path
     - output pin
   * - DRT iter0 DRCs
     - about 150
   * - Transition time of the tightest slew-check pin
     - roughly 590 ps
   * - Clock transition at the registers of the reported paths
     - ~50 ps
   * - Yosys stat cell total
     - about 270
   * - CTS buffer count
     - 17
   * - Post-detailed-placement half-perimeter wirelength
     - 9170 um
   * - Area fraction in mux cells
     - 0.293
   * - Final clock period utilization by the worst path
     - 1.10
   * - Yosys stat chip area
     - ~5800 um^2
   * - Sequential element share of the synthesized area
     - 0.626
   * - Fraction of synthesized cell area in xor and xnor cells
     - 0
   * - Compound-cell area share of the yosys netlist
     - 0.0302
   * - Fraction of final layout cells with drive strength greater than 1
     - 0.514
   * - Number of top-level pins
     - 38
   * - Pre-CTS setup slack
     - -921 ps
   * - Net load switching power
     - around 0.0012 W
   * - Crit path max fanout
     - 2
   * - Violations in the final reports
     - negative setup slack
   * - Leftover overflow at the end of global routing
     - 0
   * - Arrival time of data at the critical path endpoint
     - around 2100 ps
   * - Most instantiated logic cell after routing
     - edfxtp_1
   * - Largest cells by area after synthesis
     - edfxtp_1 63%, mux4_1 14%, mux4_2 12%
   * - Routed WL per cell
     - about 27 um
   * - Adder share
     - 0
   * - Largest type area fraction
     - 0.626
   * - Y dimension of the die
     - roughly 110 um
   * - Share of total power in sequential cells
     - 0.460
   * - Register with the most flip-flops
     - registers
   * - Placed instance count
     - ~470
   * - TritonCTS clock tree
     - built
   * - Main kind of combinational logic by area
     - multiplexers
   * - # hold bufs at CTS
     - 0
   * - Largest registers
     - registers x121
   * - Power Dens Cells
     - between 700 and 800 nW/um^2
   * - Die span in x
     - 110 um
   * - Required time of the worst setup path
     - between 1500 and 2000 ps
   * - Core area
     - approximately 11,000 um^2
   * - Static leakage
     - around 2.6 nW
   * - Cell Int Power
     - about 0.0042 W
   * - DIE AREA
     - between 10,000 and 15,000 um^2
   * - Initial antenna violation count
     - 0
   * - Count of inserted antenna diode cells
     - 0
   * - ANT nets after route
     - 0
   * - AND/OR/NAND/NOR Cells, Area Fraction
     - 0.0252
   * - Fraction of power consumed by combinational cells
     - 0.110
==> layer usage <==
metal	vias up	track usage	routed length [um]
li1	1412	-	-
met1	1625	0.476	5380
met2	230	0.392	6420
met3	15	0.222	2450
met4	0	0.0333	197
met5	-	0.00446	0
==> critical path, cell delays in order (launching register included) <==
cell and delay (ps):
edfxtp_1 440, buf_4 160, mux4_2 460, mux4_2 490
buf_2 130
==> what timing repair did <==
item                                    CTS  global route
gates resized                           116             7
endpoints found under the setup margin   16            15
cloned                                    6             0
pin swaps                                 4             2
setup buffers                            22             2
==> kinds of logic (layout without fill, tap and decap cells) <==
family                 count (synthesis)  in the layout
multiplexers                          79             79
buffers and inverters                 21            141
other                                  1              1
AND-OR/OR-AND                         22             22
AND/OR/NAND/NOR                       29             29
flip-flops                           121            121
==> power groups by stage <==
stage / registers, W / logic [W] / clock network (W)
after CTS: 0.00249 / 0.000594 / 0.00237
final: 0.00250 / 0.000598 / 0.00233
after global routing: 0.00250 / 0.000641 / 0.00245
==> Yosys cell counts, drive strengths merged <==
cell and count:
a21oi 4, a221o 1, a22o 14, a22oi 1, and3b 1, buf 17
clkbuf 4, conb 1, edfxtp 121, mux2 15, mux2i 2, mux4 62
nand2 1, nand2b 3, nand3 3, nand3b 2, nor2 13, nor2b 2
nor3 3, o211ai 1, o21bai 1, or3b 1
==> worst min-delay path by stage <==
| stage | startpoint | endpoint | slack, ps |
|---|---|---|---|
| finish | writeReg[3] | registers[11][0] | 960 |
| global route | writeReg[3] | registers[11][0] | 990 |
| CTS | writeReg[3] | registers[11][0] | 950 |
==> layout make-up <==
class,instances,area [um^2],area share
Tap cell,140,175,0.0235
Timing Repair Buffer,109,1160,0.156
Multi-Input combinational cell,131,1960,0.263
Sequential cell,121,3630,0.487
Clock buffer,18,429,0.0575
Clock inverter,14,103,0.0137
==> through the flow <==
stage          utilization  area (um^2)  total power, W  setup TNS [ps]
6_report             0.674         7460         0.00543           -1340
5_1_grt              0.674         7460         0.00559           -2150
3_5_place_dp         0.598         6630         0.00305          -12920
2_1_floorplan            -         5800         0.00279               0
3_3_place_gp         0.598         6630         0.00305          -13200
4_1_cts              0.673         7460         0.00546           -1460
No activity file was given, so power comes from the tool's default toggle rates.
