## design.v

```verilog
module ProgramCounter (
    input   clk,
            start,
            reset,
            halt,
            jump,
    input logic [7:0] jump_value,
    output logic [15:0] PC
	 );
    always_ff @(posedge clk) begin
        if(start)
            PC <= 0;
        else if (jump)
            PC <= jump_value;
        else if (!halt)
            PC <= PC + 1;
        else
            PC <= PC;
        end
endmodule
```

## run.sh

```bash
#!/bin/bash
# OpenROAD 26Q1-2900-gdf79404cd8, Yosys 0.63+post, stock flow scripts
make -C /OpenROAD-flow-scripts/flow DESIGN_CONFIG=/design/flow/config.mk WORK_HOME=/design/flow/orfs finish
```

## config.mk

```make
export PLATFORM = sky130hd
export DESIGN_NAME = ProgramCounter
export DESIGN_NICKNAME = ProgramCounter
export VERILOG_FILES = /design/flow/design.v
export SDC_FILE = /design/flow/constraint.sdc
export NUM_CORES = 4
export LEC_CHECK = 1
export CORE_AREA = 10 10 91 91
export DIE_AREA = 0 0 101 101
```

## constraint.sdc

```tcl
current_design ProgramCounter

set clk_period 3.2
set clk_io_pct 0.2

create_clock -name clk0 -period $clk_period [get_ports {clk}]

set non_clock_inputs [all_inputs -no_clocks]
set_input_delay [expr $clk_period * $clk_io_pct] -clock clk0 $non_clock_inputs
set_output_delay [expr $clk_period * $clk_io_pct] -clock clk0 [all_outputs]
```

==> job_summary.md <==
## Implementation flow summary

| Metric | Value |
|---|---|
| Ys cells | 95 |
| Crit-path leading delay family | simple AND/OR/NAND/NOR gates |
| OpenROAD warning count | 26 |
| Inserted Clock Buffers | 3 |
| Grt total ovfl | 0 |
| Clock latency (worst-skew pair) | 250 ps |
| Post-layout period usage | 63.3% |
| DR iter-0 viols | between 40 and 50 |
| Area figure in the yosys stat output | approximately 830 um2 |
| Starting Density | 13.1% |
| Largest vdd supply drop | 0.000187 V |
| Clk sinks | 16 |
| Clock Path Buffers | 2 |
| Clock power share | 35.4% |
| Fin Hold WS | just over 500 ps |
| Tightest Pin Transition | 522 ps |
| Largest net degree at the start of global routing | 15 |
| Via-to-Cell Ratio | between 3 and 4 |
| Minimum clock period | 2030 ps |
| Top Registers | PC: 16 flops |
| Clock Root Buffer | clkbuf_8 |
| Hpwl dp | 1800 um |
| Number of flip-flops in the largest register | 16 |
| Top reg by flops | PC |
| Worst path bufs/invs | 1 |
| Critical Path End Type | flip-flop |
| Final Hold Viols | 0 |
| First-pass GRT wire length | 3670 um |
| Synth Warn # | 1 |
| Routability cong. | between 0.7 and 0.8 |
| Yosys cell types | 25 |
| CTS resizes | 0 |
| Worst path cell trace | clkdlybuf4s50_1 > nand4b_4 > or4_1 > a21oi_1 |
| Layout cells sized above 1 | 4.96% |
| Min-delay worst type | reg2reg |
| Relative slew slack | 65.1% |
| Leak | ~0.42 nW |
| Die ar. | 10200 um2 |
| Slowest cell on the critical path | clkdlybuf4s50_1 |
| Vias in the first global route | 715 |
| Register area share after synthesis | 38.4% |
| Worst setup path class | in2reg |
| Die Ht | approximately 100 um |
| Vias post-DR | 729 |
| DRT Wirelength | 2290 um |
| Detailed Routing Iterations Pass 1 | 4 |
| DRC viols | 0 |
| Flops after synth | 16 |
| Initial antenna violation count | 0 |
| Internal | between 0.0003 and 0.0004 W |
| Die X | 101 um |
| N_diodes | 0 |
| Outcome | complete, no violations |
| Setup TNS | 0 ps |
| Cell row count | 29 |
| Sequential share of power | 51.6% |
| Psw | 0.0000975 W |
| Required time worst endpoint | 3380 ps |
| CTS H-tree lvls | 1 |
| Fmax | 493 MHz |
| Slowest stage delay, CP | 580 ps |
| GRT Overall Usage | 4.48% |
| Switching portion of total power | between 20% and 30% |
| Hold_buf cts | 0 |
| Detail Route Antenna Nets | 0 |
| Hold path startpoint | PC[15]$_SDFFE_PP0N_ |
| Unrepaired setup endpoints after global routing | false |
| Max-slew violations | 0 |
| Fill count | 694 |
| Power Density | 345 nW/um2 |
| Gate power share | 13.0% |
| Synth Cell Area | 833 um2 |
| Crit path launch | halt |
| PortBufs | 27 |
| P&R area growth vs syn | 47.1% |
| Max cap viols | 0 |
| Setup Buffers After CTS | 0 |
| Area of the core | 6350 um2 |
| Worst-path clk slew | 60 ps |
| # IOs | 29 |
| DR WL/cell | 11.6 um |
| Reg2Reg Launch Point | PC[2]$_SDFFE_PP0P_ |
| CTS tree | done |
| Clock Skew | about 3.2 ps |
| Final setup fails | 0 |
| Worst Path Max Fanout | 10 |
| Gate Count Post-Synth | 95 |
| Post-Syn Area per Cell | between 8 and 9 um2 |
| Crit path launch type | input pin |
| Crit path DAT | 2210 ps |
==> per-stage QoR <==
stage	total power, W	cell area, um2	util (%)	setup WS [ps]	instances
floorplan	0.000244	833	-	1460	95
global placement	0.000278	1180	18.7	974	195
detailed placement	0.000278	1180	18.7	938	195
CTS	0.000430	1230	19.3	1180	198
global route	0.000442	1230	19.3	1080	198
finish	0.000422	1230	19.3	1170	198
==> power groups by stage <==
stage	clock, W	sequential [W]	combinational (W)
after global routing	0.000161	0.000220	0.0000613
final	0.000150	0.000218	0.0000549
after CTS	0.000155	0.000218	0.0000565
==> layout by cell type, fill, tap and decap left out, types with 2 or more instances in the layout <==
master,Yosys,layout
a21oi_1,6,6
clkbuf_8,0,3
clkdlybuf4s50_1,0,27
dfxtp_1,16,16
inv_1,5,5
mux2i_1,4,4
nand2_1,4,4
nand3_1,3,3
nand4b_1,2,2
nor2_1,15,15
nor3_1,3,3
nor4_1,5,5
o21a_1,3,3
xnor2_1,11,11
xor2_1,3,3
==> kinds of logic (layout without fill, tap and decap cells) <==
family	Yosys count	count (layout)	share of synthesized area, %
AND-OR/OR-AND	10	10	7.21
XOR/XNOR	14	14	14.7
adder cells (fa/ha/maj)	1	1	1.50
buffers and inverters	9	35	4.05
flip-flops	16	16	38.4
multiplexers	4	4	4.80
AND/OR/NAND/NOR	41	41	29.3
==> metal layers <==
metal | global-route usage, % | wire length [um]
met5 | 0 | 0
met4 | 0.107 | 6
met3 | 2.77 | 300
met2 | 6.54 | 940
met1 | 5.84 | 1050
==> synth_stat cells <==
cell / n / area, um2
nor2_1: 15 / 56.3
nor3_1: 3 / 15.0
o21a_1: 3 / 22.5
nand4b_1: 2 / 17.5
xor2_1: 3 / 26.3
or2_2: 1 / 6.26
nand4_1: 1 / 6.26
or3_1: 1 / 6.26
nand3_1: 3 / 15.0
mux2i_1: 4 / 40.0
nand2_1: 4 / 15.0
xnor2_1: 11 / 96.3
nand2b_1: 1 / 6.26
clkbuf_1: 4 / 15.0
a21oi_1: 6 / 30.0
nand3b_1: 1 / 7.51
ha_1: 1 / 12.5
nand4_4: 1 / 21.3
or4_1: 1 / 7.51
inv_1: 5 / 18.8
o31ai_1: 1 / 7.51
nor4_1: 5 / 31.3
nand4b_4: 1 / 23.8
dfxtp_1: 16 / 320
nor4b_1: 1 / 8.76
==> worst paths after layout <==
| kind | endpoint | slack [ps] | depth (start not counted) |
|---|---|---|---|
| setup / recovery | PC[15]$_SDFFE_PP0N_ | 1170 | 4 |
| hold / removal | PC[15]$_SDFFE_PP0N_ | 510 | 2 |
| setup reg to reg | PC[15]$_SDFFE_PP0N_ | 1430 | 4 |
| hold reg to reg | PC[15]$_SDFFE_PP0N_ | 510 | 2 |
==> layout make-up <==
type	count	area, um2	area share (%)
inverters	5	18.8	1.53
multi-input cells	70	479	39.1
repair buffers	27	270	22.0
clock buffers	3	41.3	3.37
flip-flops and latches	16	320	26.1
well taps	77	96.3	7.86
==> worst min-delay path: stages (launching register included) <==
cell	delay [ps]
dfxtp_1	320
o31ai_1	70
a21oi_1	60
Power figures rest on the tool's default switching activity, not on a simulated workload.
